[design/flow/design.v]
module alu_mux(
input wire        clk,
input wire        rst_b,
input wire [31:0] add_out,
input wire [31:0] sub_out,
input wire [31:0] and_out,
input wire [31:0] or_out,
input wire [31:0] xor_out,
input wire [31:0] sfl_out,
input wire [31:0] sfr_out,
input wire [31:0] chk_out,
input wire [8:0]  fnct_sel,
output reg [31:0] mux_out
);
reg [31:0] cmb_mux_out;
always @(posedge clk or negedge rst_b)
begin: alu_mux_reg
  if(rst_b == 1'b0)begin
    mux_out <= 32'd0;
  end
  else begin
    mux_out <= cmb_mux_out;
  end
end
always @(*)
begin: alu_mux
  case(fnct_sel[8:6])
    3'b000: cmb_mux_out = chk_out;
    3'b001:
    begin
      case(fnct_sel[5:0])
        6'h00: cmb_mux_out = add_out;
        6'h01: cmb_mux_out = sub_out;
        default: cmb_mux_out = 32'd0;
      endcase
    end
    3'b010:
    begin
      case(fnct_sel[5:0])
        6'h00: cmb_mux_out = and_out;
        6'h01: cmb_mux_out = or_out;
        6'h02: cmb_mux_out = xor_out;
        6'h03: cmb_mux_out = sfl_out;
        6'h04: cmb_mux_out = sfr_out;
        default:cmb_mux_out = 32'd0;
      endcase
    end
    3'b100: cmb_mux_out = 32'd0;
    default: cmb_mux_out = 32'd0;
  endcase
end
endmodule
[design/flow/run.sh]
#!/bin/bash
# OpenROAD 26Q1-2900-gdf79404cd8, Yosys 0.63+post, stock flow scripts
make -C /OpenROAD-flow-scripts/flow DESIGN_CONFIG=/design/flow/config.mk WORK_HOME=/design/flow/orfs finish
[design/flow/config.mk]
export PLATFORM = sky130hd
export DESIGN_NAME = alu_mux
export DESIGN_NICKNAME = alu_mux
export VERILOG_FILES = /design/flow/design.v
export SDC_FILE = /design/flow/constraint.sdc
export NUM_CORES = 4
export LEC_CHECK = 1
export CORE_AREA = 10 10 159 159
export DIE_AREA = 0 0 169 169
[design/flow/constraint.sdc]
current_design alu_mux

set clk_period 1.0
set clk_io_pct 0.2

create_clock -name clk0 -period $clk_period [get_ports {clk}]

set non_clock_inputs [all_inputs -no_clocks]
set_input_delay [expr $clk_period * $clk_io_pct] -clock clk0 $non_clock_inputs
set_output_delay [expr $clk_period * $clk_io_pct] -clock clk0 [all_outputs]
==> qor.tcl <==
set qor(outcome) {complete, but fails checks}
set qor(violations) {negative hold slack, negative setup slack}
set qor(timing.critical_path.arrival_ns) 1.48
set qor(postSynthCellCount) 347
set qor(chip_area_from_the_yosys_synthesis_statistics_um2) 3140
set qor(synthTopCellsByArea) {dfrtp_1 (26%), mux2_2 (23%), nand3_1 (15%), a221o_1 (9.9%), a22o_1 (8.6%)}
set qor(finalCritPeriodShare_pct) 132
set qor(post-route-drc-count) 0
set qor(unrepaired_setup_endpoints_after_global_routing) {true}
set qor(number_of_buffers_on_the_longest_clock_path) 2
set qor(crit_path_end_kind) {register}
set qor(dp_hpwl_um) 17400
set qor(largestRegisters) {mux_out: 32 flops}
set qor(crit_slowest_cell) {mux2_4}
set qor(max_freq_ghz) 0.758
set qor(number_of_storage_elements_in_the_synthesis_netlist) 32
set qor(post-synth-top-area-fraction_pct) 25.5
set qor(ir_drop_mv) 0.444
set qor(num_vias) 4347
set qor(fin_setup_tns_ns) -9.21
set qor(pwr_density_cell_nw_per_um2) 678
set qor(detail_route.antenna_diodes) 0
set qor(worst-endpoint-required_ns) 1.16
set qor(syn-cell-area_um2) 3140
set qor(total_global_routing_overflow) 0
set qor(drt-initial-drc-count) 227
set qor(timing.critical_path.fanout_max) 6
set qor(max_cap_violations) 0
set qor(regMostFlops) {mux_out}
set qor(synth-seq-area-share_pct) 25.5
set qor(die-width_um) 169
set qor(via_count_of_the_first_global_routing_pass) 4765
set qor(hold_path_class) {in2async}
set qor(final.setup.worst_slack_ns) -0.319
set qor(place_congestion) 0.817
set qor(worst_slew_pin_slew_ns) 0.351
set qor(preCtsSetupSlack_ns) -1.08
set qor(yosysWarnings) 1
set qor(fin_hold_ws_ns) -0.128
set qor(slew-limit-headroom_pct) 76.5
set qor(leakage_nw) 2.80
set qor(synthDominantAreaCellType) {dfrtp_1}
set qor(grt_pass1_wl_um) 31700
set qor(largest_register_ffs) 32
set qor(log.warning_count) 30
set qor(clkSlewWorstSetupHoldPaths_ns) 0.06
set qor(critical_path_source_type) {primary input}
set qor(postRouteWirelength_um) 23000
set qor(design_area_um2) 7550
set qor(ioPinCount) 299
set qor(post_synth.cell_area_avg_um2) 9.05
set qor(clock_sink_count) 32
set qor(setup_viol) 33
set qor(final.fill_count) 2218
set qor(chip_area_um2) 28600
set qor(cp_cell_sequence) {buf_12 > buf_12 > buf_12 > buf_12 > mux2_4 > nand3_4 > a31oi_4 > a221o_1}
set qor(cts_made_buffers) 5
set qor(drt-wirelength-per-cell_um) 24.2
set qor(criticalPathCategory) {in2reg}
set qor(drt-vias-per-instance) 4.58
set qor(report.final.slew_viol_count) 0
set qor(grt_antenna_before_repair) 1
set qor(die_h_um) 169
set qor(clk_root_buffer_cell) {clkbuf_16}
set qor(cpMostUsedCell) {buf_12}
set qor(drt.antenna.violating_nets) 0
set qor(grt_start_max_net_pins) 33
set qor(grtUsageTotal_pct) 14.8
set qor(cts_tree) {built}
set qor(placeableCoreArea_um2) 21800
set qor(layout_cells_sized_above_1_pct) 32.7
set qor(synth_cell_types) 30
set qor(fp_util_pct) 14.4
set qor(clock_tree.htree_level_count) 2
set qor(placement.io_buffers) 298
set qor(crit_path_max_incr_delay_ns) 0.31
set qor(rows) 54
set qor(area_delta_synth_final_pct) 141
set qor(timing.final.crit_period_ns) 1.32
set qor(timing.final.hold_violations) 32
set qor(yosysCellCount) 347
set qor(placed_cell_area_um2) 6750
set qor(drtPass1Iterations) 5
==> cells by family after synthesis <==
logic type      after synthesis  synth area share (%)
compound gates               98                  25.8
simple gates                108                  18.3
mux                          63                  22.6
buf+inv                      46                  7.81
flops                        32                  25.5
==> metal layers <==
layer / vias up / global-route usage (%) / share of wire [%]
li1: 2047 / - / -
met1: 2090 / 18.6 / 40
met2: 191 / 25.8 / 51
met3: 17 / 3.60 / 7.2
met4: 2 / 2.18 / 1.7
met5: - / 0 / 0.057
==> cell usage after synthesis <==
library cell / instances
and2_1: 2
nor3_2: 1
nand3b_1: 2
nand2_1: 1
mux2_2: 63
a221oi_1: 1
dfrtp_1: 32
nor2_1: 1
nor2b_2: 1
a22o_1: 31
a22oi_1: 1
inv_1: 1
buf_4: 2
nor2_2: 1
buf_6: 6
or4_1: 1
nand4_1: 1
buf_2: 16
nor3b_1: 1
and2_4: 1
clkbuf_1: 20
a221o_1: 31
o21ai_0: 1
nand3_1: 93
buf_1: 1
o221ai_1: 1
a21oi_1: 1
a31oi_1: 31
nor4_2: 1
nor3_1: 1
==> layout by cell type, fill, tap and decap left out, types with 3 or more instances in the layout <==
| master | count |
|---|---|
| a221o_1 | 31 |
| mux2_4 | 5 |
| clkdlybuf4s50_1 | 256 |
| mux2_2 | 58 |
| nand3_2 | 20 |
| a31oi_4 | 8 |
| dlymetal6s2s_1 | 3 |
| buf_8 | 4 |
| nand3_1 | 71 |
| buf_12 | 28 |
| buf_6 | 12 |
| clkbuf_16 | 10 |
| a22o_1 | 30 |
| buf_4 | 17 |
| buf_2 | 35 |
| a31oi_1 | 17 |
| dfrtp_1 | 32 |
| a31oi_2 | 6 |
| and2_4 | 3 |
==> timing repair <==
item,in CTS,in global routing
gates cloned,4,6
pin swaps,12,21
setup buffers,17,2
gates resized,155,68
setup endpoints to repair,64,39
hold endpoints to repair,32,32
==> report_power, final <==
group	leakage, nW	internal (W)	switching [W]
combinational	2.28	0.00142	0.000668
clock	0.0760	0.00105	0.000644
sequential	0.439	0.00133	0.00000866
==> critical path: cells and delay by family <==
family	cells	cell delay, ns
compound gates	2	0.36
buf+inv	4	0.50
simple gates	1	0.08
mux	1	0.31
==> metrics by stage <==
step | total power (W) | util (%) | std cells
5_1_grt | 0.00536 | 34.6 | 949
3_5_place_dp | 0.00330 | 30.9 | 918
4_1_cts | 0.00513 | 32.8 | 946
6_report | 0.00512 | 34.6 | 949
3_3_place_gp | 0.00330 | 30.9 | 918
2_1_floorplan | 0.00184 | - | 347
==> path summary, 6_finish.rpt <==
kind | slack [ns] | end | from
min | -0.13 | mux_out[28]$_DFF_PN0_ | rst_b
max in group asynchronous | 0.93 | mux_out[3]$_DFF_PN0_ | rst_b
min in group clk0 | 0.51 | mux_out[30]$_DFF_PN0_ | chk_out[30]
max | -0.32 | mux_out[5]$_DFF_PN0_ | fnct_sel[0]
==> area by class of cell <==
| class | count | area (µm²) | share of cell area, % |
|---|---|---|---|
| Sequential cell | 32 | 801 | 10.6 |
| Inverter | 1 | 3.75 | 0.0497 |
| Timing Repair Buffer | 360 | 3780 | 50.1 |
| Clock buffer | 7 | 153 | 2.02 |
| Tap cell | 280 | 350 | 4.64 |
| Multi-Input combinational cell | 269 | 2460 | 32.6 |
Power is estimated from default activity; no workload was simulated.

### ./config.mk
export PLATFORM = sky130hd
export DESIGN_NAME = alu_functions
export DESIGN_NICKNAME = alu_functions
export VERILOG_FILES = /design/flow/design.v
export SDC_FILE = /design/flow/constraint.sdc
export NUM_CORES = 4
export LEC_CHECK = 1
export CORE_AREA = 10 10 152 152
export DIE_AREA = 0 0 162 162
### ./design.v
module alu_functions(
input wire [31:0]  inp_a,
input wire [31:0]  inp_b,
output wire [31:0] add_out,
output wire [31:0] sub_out,
output reg [31:0]  and_out,
output reg [31:0]  or_out,
output reg [31:0]  xor_out,
output reg [31:0]  sfl_out,
output reg [31:0]  sfr_out,
output reg [31:0]  chk_out,
output reg         cf,
output reg        nf,
output reg        zf,
output reg        vf
);
reg [32:0] add_inter;
reg [32:0] sub_inter;
always @(*)
begin: alu_fnct
  add_inter = inp_a + inp_b;
  sub_inter = inp_a - inp_b;
  and_out = inp_a & inp_b;
  or_out = inp_a | inp_b;
  xor_out = inp_a ^ inp_b;
  sfl_out = inp_a << 1;
  sfr_out = inp_a >> 1;
  chk_out = inp_a;
  cf = add_inter[32] | sub_inter[32];  
  zf = (chk_out == 0);  
  nf = (chk_out < 0);  
  vf = ((inp_a[31] == 1'b1) && (inp_b[31] == 1'b 1));  
end
assign add_out = add_inter[31:0];
assign sub_out = sub_inter[31:0];
endmodule
### ./constraint.sdc
current_design alu_functions

set clk_period 29.6
set clk_io_pct 0.2

create_clock -name clk0 -period $clk_period

set non_clock_inputs [all_inputs -no_clocks]
set_input_delay [expr $clk_period * $clk_io_pct] -clock clk0 $non_clock_inputs
set_output_delay [expr $clk_period * $clk_io_pct] -clock clk0 [all_outputs]
### ./run.sh
#!/bin/bash
# OpenROAD 26Q1-2900-gdf79404cd8, Yosys 0.63+post, stock flow scripts
make -C /OpenROAD-flow-scripts/flow DESIGN_CONFIG=/design/flow/config.mk WORK_HOME=/design/flow/orfs finish
==> impl_metrics.env <==
# flow metrics
export IMPL_yosysChipArea_sq_um=5060
export IMPL_max_freq_ghz=0.0638
export IMPL_internal_power_mw=0.0960
export IMPL_insertedDiodeCount=0
export IMPL_final_antenna_net_count=0
export IMPL_power_frac_seq=0
export IMPL_power_density_nw_per_um2=21.7
export IMPL_post_synth_num_cell_types=59
export IMPL_max_slew_worst_pin_slew_ns=0.704
export IMPL_drive_above_1_share=0.00742
export IMPL_layout_cells_most_common="sky130_fd_sc_hd__clkdlybuf4s50_1"
export IMPL_switching_power_mw=0.0715
export IMPL_detail_route_drc_violations=0
export IMPL_sw_frac=0.427
export IMPL_max_slew_margin_vs_limit=0.524
export IMPL_viasPerCell=4.57
export IMPL_post_cts_setup_buffer_count=0
export IMPL_layout_clock_buffers=0
export IMPL_synthTopCellsByArea="sky130_fd_sc_hd__ha_1 (25%), sky130_fd_sc_hd__buf_4 (15%), sky130_fd_sc_hd__xnor2_1 (9.4%)"
export IMPL_leakage_nw=3.39
export IMPL_seq_area_frac_synth=0
export IMPL_synth_area_sq_um=5060
export IMPL_cell_accounting_for_the_most_synthesized_area="sky130_fd_sc_hd__ha_1"
export IMPL_fillers=2093
export IMPL_worst_setup_path_type="in -> out"
export IMPL_die_y_um=162
export IMPL_yosys_cells=749
export IMPL_via_count=5523
export IMPL_cts_resized_gates=0
export IMPL_design_die_area_sq_um=26200
export IMPL_worst_setup_path_end_kind="primary output"
export IMPL_grt_start_max_net_pins=15
export IMPL_synth_top_area_share=0.255
export IMPL_antenna_violations_before_repair=0
export IMPL_synth_cells=749
export IMPL_timing_critical_path_from_type="primary input"
export IMPL_worst_ep_arrival_time_ns=9.77
export IMPL_die_w_um=162
export IMPL_detailedRoute_firstPassIterationCount=5
export IMPL_comb_power_share=1.000
export IMPL_report_final_slew_viol_count=0
export IMPL_core_rowCount=51
export IMPL_run_status="complete, no violations"
export IMPL_drt_iter0_drc=355
export IMPL_fin_tns_setup_ns=0
export IMPL_timing_final_crit_period_ns=15.69
export IMPL_grt_pass1_wl_um=34300
export IMPL_io_buffers=321
export IMPL_postCtsHoldBufs=0
export IMPL_peakVddDrop_mv=0.00929
export IMPL_maxCapViolations=0
export IMPL_globalplace_congestion=0.925
export IMPL_mostFrequentLayoutCells="sky130_fd_sc_hd__clkdlybuf4s50_1 (321), sky130_fd_sc_hd__inv_1 (123), sky130_fd_sc_hd__ha_1 (103)"
export IMPL_core_area_sq_um=19700
export IMPL_layout_sequential_cells=0
export IMPL_warning_count_from_the_yosys_run=1
export IMPL_setup_violations=0
export IMPL_final_hold_violation_count=0
export IMPL_power_frac_clock=0
export IMPL_min_path_type="in -> out"
export IMPL_drt_total_wl_um=22800
export IMPL_vias_in_the_first_global_route=5552
export IMPL_floorplan_core_util=0.257
export IMPL_grtUsageTotal=0.165
export IMPL_stage_log_warnings=103
export IMPL_global_route_overflow_total=0
export IMPL_finalHoldWorstSlack_ns=12.79
export IMPL_post_route_period_util=0.530
export IMPL_ios=324
export IMPL_synthesized_area_per_cell_sq_um=6.75
export IMPL_routedWlPerCell_um=18.8
export IMPL_logic_area_sq_um=3720
export IMPL_cp_required_ns=23.68
export IMPL_rsz_0062_raised_after_global_routing="false"
export IMPL_place_hpwl_um=20000
export IMPL_syn_to_final_growth_pct=52.8
export IMPL_critPathMaxFanout=5
export IMPL_final_seq_area_sq_um=0
export IMPL_fin_util=0.393
-- cells in the mapped netlist (4+ instances only) --
cell                       count
sky130_fd_sc_hd__a211oi_1      4
sky130_fd_sc_hd__a21o_1       14
sky130_fd_sc_hd__a21oi_1      79
sky130_fd_sc_hd__a31oi_1       5
sky130_fd_sc_hd__buf_2        10
sky130_fd_sc_hd__buf_4       100
sky130_fd_sc_hd__clkbuf_1     11
sky130_fd_sc_hd__ha_1        103
sky130_fd_sc_hd__inv_1       123
sky130_fd_sc_hd__nand2_1      26
sky130_fd_sc_hd__nand3_1       9
sky130_fd_sc_hd__nand4_1       5
sky130_fd_sc_hd__nor2_1       49
sky130_fd_sc_hd__nor2b_1       8
sky130_fd_sc_hd__nor3_1       15
sky130_fd_sc_hd__nor4_1       14
sky130_fd_sc_hd__o211ai_1      4
sky130_fd_sc_hd__o21ai_0      33
sky130_fd_sc_hd__o21bai_1     12
sky130_fd_sc_hd__o31ai_1       6
sky130_fd_sc_hd__or3_1         6
sky130_fd_sc_hd__xnor2_1      54
sky130_fd_sc_hd__xor2_1        4
-- worst max-delay path: stages --
cell and delay, ns:
sky130_fd_sc_hd__clkdlybuf4s50_1 0.49, sky130_fd_sc_hd__inv_1 0.11, sky130_fd_sc_hd__ha_1 0.17, sky130_fd_sc_hd__inv_1 0.05, sky130_fd_sc_hd__fa_1 0.40, sky130_fd_sc_hd__nor2b_1 0.16, sky130_fd_sc_hd__o21ai_0 0.28, sky130_fd_sc_hd__a31oi_1 0.19
sky130_fd_sc_hd__o31ai_1 0.47, sky130_fd_sc_hd__a21oi_1 0.14, sky130_fd_sc_hd__nor3_1 0.44, sky130_fd_sc_hd__nor3_1 0.13, sky130_fd_sc_hd__o311ai_1 0.28, sky130_fd_sc_hd__clkdlybuf4s50_1 0.52
-- path summary, 6_finish.rpt --
check	cells past startpoint	to	startpoint	slack, ns
min	2	sfl_out[1]	inp_a[0]	12.79
max	14	cf	inp_a[0]	13.91
-- cell type report --
type | instances | area share
multi-input cells | 498 | 0.481
inverters | 125 | 0.0607
repair buffers | 321 | 0.416
well taps | 265 | 0.0429
-- per-stage QoR --
step                total power, mW  setup slack (ns)  cell area [sq um]  std cells
global placement              0.170             13.91               7730       1209
finish                        0.168             13.91               7730       1209
global route                  0.184             13.58               7730       1209
floorplan                    0.0708             15.66               5060        751
detailed placement            0.169             13.91               7730       1209
CTS                           0.170             13.89               7730       1209
-- power by group through the flow --
stage     clock network (mW)  logic, mW  registers (mW)
4_1_cts                    0      0.170               0
5_1_grt                    0      0.184               0
6_report                   0      0.168               0
-- routing by layer --
layer / GRT usage / wire (um) / up-vias
li1: - / - / 2777
met3: 0.0457 / 1920 / 4
met1: 0.208 / 9570 / 2529
met2: 0.289 / 11200 / 213
met4: 0.00620 / 93 / 0
met5: 0 / 0 / -
-- cell families (layout without fill, tap and decap cells) --
| family | Yosys count | after routing | synth area share |
|---|---|---|---|
| AND/OR/NAND/NOR | 146 | 146 | 0.141 |
| XOR/XNOR | 58 | 58 | 0.100 |
| AND-OR/OR-AND | 186 | 186 | 0.229 |
| adder cells (fa/ha/maj) | 105 | 105 | 0.263 |
| buffers and inverters | 253 | 446 | 0.267 |
| other | 1 | 3 | 0.000741 |
Power figures rest on the tool's default switching activity, not on a simulated workload.
